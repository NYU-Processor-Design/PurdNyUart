--- run.sh ---
#!/bin/bash
# OpenROAD 26Q1-2900-gdf79404cd8, Yosys 0.63+post, stock flow scripts
make -C /OpenROAD-flow-scripts/flow DESIGN_CONFIG=/design/flow/config.mk WORK_HOME=/design/flow/orfs finish
--- config.mk ---
export PLATFORM = sky130hd
export DESIGN_NAME = UartTxEn
export DESIGN_NICKNAME = UartTxEn
export VERILOG_FILES = /design/flow/design.v
export SDC_FILE = /design/flow/constraint.sdc
export NUM_CORES = 4
export LEC_CHECK = 1
export CORE_AREA = 10 10 108 108
export DIE_AREA = 0 0 118 118
--- constraint.sdc ---
current_design UartTxEn

set clk_period 5.4
set clk_io_pct 0.2

create_clock -name clk0 -period $clk_period [get_ports {clk}]

set non_clock_inputs [all_inputs -no_clocks]
set_input_delay [expr $clk_period * $clk_io_pct] -clock clk0 $non_clock_inputs
set_output_delay [expr $clk_period * $clk_io_pct] -clock clk0 [all_outputs]
--- design.v ---
module UartTxEn (
    input clk,
    input nReset,
    input en,
    input logic [7:0] data,
    input valid,
    output logic out,
    output logic busy,
    output logic done
);
  enum logic [1:0] {
    IDLE,
    START,
    DATA,
    STOP
  } curState, nextState;
  logic hasData;
  logic enterStart;
  logic [7:0] writeBuf;
  logic [3:0] writeCount;
  always_comb begin
    done = en & (nextState == STOP);
    busy = nextState != IDLE;
  end
  always_comb begin
    if (nextState == DATA) begin
      out = writeBuf[0];
    end else if (nextState == START) begin
      out = 0;
    end else begin
      out = 1;
    end
  end
  always_ff @(posedge clk, negedge nReset) begin
    if (!nReset) begin
      curState   <= IDLE;
      writeCount <= 8;
      writeBuf   <= 0;
      hasData    <= 0;
      enterStart <= 0;
    end else begin
      curState <= en ? nextState : curState;
      if (nextState == STOP || nextState == IDLE) begin
        if (valid) begin
          enterStart <= en ? 1 : enterStart;
          hasData    <= 1;
          writeCount <= 8;
          writeBuf   <= data;
        end else if (hasData) begin
          enterStart <= en ? 1 : enterStart;
        end
      end
      if (nextState == START) begin
        hasData <= en ? 0 : hasData;
        enterStart <= en ? 0 : enterStart;
      end
      if (nextState == DATA) begin
        writeCount <= en ? writeCount - 1 : writeCount;
        writeBuf   <= en ? 8'(writeBuf[7:1]) : writeBuf;
      end
    end
  end
  always_comb begin
    case (curState)
      IDLE: nextState = enterStart ? START : curState;
      START: nextState = DATA;
      DATA: nextState = |writeCount ? curState : STOP;
      STOP: nextState = enterStart ? START : IDLE;
    endcase
  end
endmodule
==> COMMIT_EDITMSG <==
Store results of the implementation flow

* Maximum number of pins on one net before global-route repair: 21
- TritonCTS built the clock tree.
- Pwr/cell area: around 550 nW/um^2
* Top-level I/O count: 15
- In this run the tightest slew margin relative to its limit is around three fifths.
- STA classifies the critical path endpoint as a primary output.
- Sequential share of the synthesized area: between 40 and 50%
- Final standard cell count with taps included and fillers excluded: 249
- For this run, the total global-route usage over all layers was measured as between 3 and 4%.
- The iteration count recorded for the first detailed-route pass is 4.
- For reference, the most critical setup path is categorized as in2out.
- Tightest Pin Transition: around 600 ps
- The post-route netlist has between 10% and 20% of its cells at a drive strength greater than 1.
- The clock reaches the later pin of the worst-skew pair after between 200 and 300 ps.
- Final critical-path required period: ~3700 ps
- The final timing summary puts the cycle share of the worst path at 69.2%.
- Warnings reported by Yosys during synthesis add up to 1.
* Antenna-violating nets left: 0
- After clock tree synthesis, the repair step resized 0 gates.
* Worst-path clk slew: roughly 70 ps
* Number of library cell types mapped by synthesis: 35
- Post-synthesis, Yosys gives the total cell area as 1080 sq um.
- In this run the tool buffered the top-level ports with 14 buffer cells.
- The first global-routing pass estimated approximately 4.4 mm of wire.
* Per-cell via count in the routed design: about 3.4
- The routed layout reports a DRC error count of 0.
- Power after layout: between 0.7 and 0.8 mW
- According to the dpl log, the detail-placed design has an HPWL of between 1.5 and 2 mm.
* Drt wl/cell: 10.1 um
* Crit path launch type: input port
* Number of vias in the routed layout: approximately 840
- Maximum net fanout on the critical path: 12
- The analysis reports a worst IR drop on VDD of 0.269 mV.
* Via count of the first global-routing pass: about 860
- Final Hold Vio Count: 0
* Number of clock buffers inserted by TritonCTS: 3
* Required @ worst endpoint: approximately 4300 ps
- Static timing analysis puts the maximum clock frequency at roughly 270 MHz.
- Core utilization before placement: 11.6%
- The clock passes through at most 2 buffers.
* Total wire length after detailed routing: roughly 2.5 mm
- Number of cells in the design after placement: 245
* Number of failing setup endpoints in the final timing report: 0
* Maximum capacitance violations: 0
- Total Negative Setup Slacks: 0 ps
* Area after DPL: about 1400 sq um
* Stage-log warning count: 26
* Clock tree skew after final layout: 2.01 ps
* Number of antenna violations at the first check in global routing: 0
- Path class of the lowest-slack min-delay path: reg2reg
- Pleak: between 0.5 and 0.6 nW
- Per the OpenROAD floorplan log, the area of the core is 9280 sq um.
- The layout stage reports a final design area of 1420 sq um.
- After synthesis, the cell types taking the most area are dfrtp_1 (42%), o221a_1 (7.3%), nand2b_1 (5.2%), dfstp_2 (4.9%), a21oi_1 (4.2%).
- Number of filler instances in the final layout: 1076
* Num rows: 35
- Mean Syn Cell Area: ~10 sq um
- Total congestion overflow after global routing: 0
* Die extent in y: between 100 and 150 um
- Most area-hungry cell type in the Yosys netlist: dfrtp_1
- Cell Area, Synth: between 1000 and 1500 sq um
* CP Data Arrival Time: ~2700 ps
* Post-synth top area share: between 40% and 50%
- Root cell of the clock tree: clkbuf_8
* Seq cells post-synth: 20
* Clock net sink count: 20
* RSZ-0062 raised after global routing: false
- From synthesis to final layout, the design area changed by 31.6%.
* Count of hold buffers inserted by post-cts repair: 0
- Once layout is complete, the utilization of the core stands at 15.3%.
- The number of antenna diodes in the final layout is 0.
* CTS H-tree depth: 1
* Status: completed
* Synthesized netlist cell count: 105
- In this run the full chip footprint comes out at between 10000 and 15000 sq um.
- Yosys Instances: between 100 and 150
- Per the OpenROAD floorplan log, the width of the die is between 100 and 150 um.
* Number of max-slew violations in the final report: 0
- After the first detailed-routing iteration, the DRC count stood at 66.
- Once the clock tree was built, the setup fixing pass inserted 0 buffers.
* RD Place Congestion: roughly 0.77
[state kept, by name, indices dropped and copies added (netlist names), named ones only]
signal / flops
writeCount: 4
curState: 4
writeBuf: 8
enterStart: 1
hasData: 1
[where the power goes]
group          switching [mW]  total (mW)  internal, mW
Sequential             0.0478       0.265         0.217
Combinational           0.193       0.396         0.203
Clock                  0.0478       0.113        0.0648
[cells in the mapped netlist (all sizes together)]
master	instances
buf	2
o21ai	4
and2	1
o21bai	1
o211ai	1
inv	7
a211oi	1
nand2b	9
a211o	2
a21o	3
dfstp	2
a22o	2
o22ai	2
xnor2	2
clkbuf	2
nor3	3
and4bb	1
a21oi	9
and4	1
nor2	9
nand3	4
nor2b	1
or2	1
a311oi	1
o221a	7
dfrtp	18
o211a	1
ha	2
nand2	3
a2bb2oi	1
maj3	1
o31ai	1
[kinds of logic (layout without fill, tap and decap cells)]
| group | Yosys count | in the layout | synth area share (%) |
|---|---|---|---|
| compound gates | 36 | 36 | 26.0 |
| fa+ha+maj | 3 | 3 | 3.26 |
| buf+inv | 11 | 26 | 4.65 |
| simple gates | 33 | 33 | 17.7 |
| flops | 20 | 20 | 46.7 |
| xor+xnor | 2 | 2 | 1.63 |
[layer usage]
metal,global-route usage [%],part of all wire (%)
met5,0,0
met4,0.155,0
met3,1.07,4.2
met2,5.03,42
met1,5.87,54
[worst paths after layout]
kind	end	cells after the start	startpoint	slack [ps]
max	done	4	en	1660
min	writeCount[3]$_DFFE_PN1P_	1	writeCount[3]$_DFFE_PN1P_	530
max reg2reg	writeBuf[1]$_DFFE_PN0P_	7	writeCount[0]$_DFFE_PN0P_	3270
min reg2reg	writeCount[3]$_DFFE_PN1P_	1	writeCount[3]$_DFFE_PN1P_	530
max in group asynchronous	curState[0]$_DFF_PN1_	2	nReset	3960
min in group asynchronous	writeBuf[2]$_DFFE_PN0P_	2	nReset	1170
[placed cells by master (no fill, tap or decap), drive strengths merged, types with 3 or more instances in the layout]
| master | Yosys | final |
|---|---|---|
| a21o | 3 | 3 |
| a21oi | 9 | 9 |
| clkbuf | 2 | 4 |
| clkdlybuf4s50 | 0 | 14 |
| dfrtp | 18 | 18 |
| inv | 7 | 7 |
| nand2 | 3 | 3 |
| nand2b | 9 | 9 |
| nand3 | 4 | 4 |
| nor2 | 9 | 9 |
| nor3 | 3 | 3 |
| o21ai | 4 | 4 |
| o221a | 7 | 7 |
[critical path: stages]
cell and delay, ps:
clkdlybuf4s50_1 710, inv_1 160, nor3_1 200, clkdlybuf4s50_1 490
[layout make-up]
class                   instances  area [sq um]  area share [%]
inverters                       7          26.3            1.86
flip-flops and latches         20           503            35.5
well taps                     129           161            11.4
multi-input cells              74           523            36.9
clock buffers                   4          55.1            3.89
repair buffers                 15           148            10.4
[stage by stage]
stage | hold WS [ps] | setup WS, ps
after floorplan | 485 | 2740
after global placement | 511 | 1650
after detailed placement | 520 | 1680
after CTS | 529 | 1670
after global routing | 551 | 1550
final | 526 | 1660
Power figures rest on the tool's default switching activity, not on a simulated workload.
