**design.v**
```verilog
module UartTx (
    input clk,
    input nReset,
    input logic [7:0] data,
    input valid,
    output out,
    output busy,
    output done
);
  enum logic [1:0] {
    IDLE,
    START,
    DATA,
    STOP
  } curState, nextState;
  logic [7:0] writeBuf;
  logic [3:0] writeCount;
  logic enterStart;
  always_comb begin
    done = nextState == STOP;
    busy = nextState != IDLE;
  end
  always_comb begin
    if (nextState == DATA) begin
      out = writeBuf[0];
    end else if (nextState == START) begin
      out = 0;
    end else begin
      out = 1;
    end
  end
  always_ff @(posedge clk, negedge nReset) begin
    if (!nReset) begin
      curState   <= IDLE;
      writeCount <= 8;
      writeBuf   <= 0;
      enterStart <= 0;
    end else begin
      curState <= nextState;
      if ((nextState == STOP || nextState == IDLE) && valid) begin
        enterStart <= 1;
        writeCount <= 8;
        writeBuf   <= data;
      end
      if (nextState == START) begin
        enterStart <= 0;
      end
      if (nextState == DATA) begin
        writeCount <= writeCount - 1;
        writeBuf   <= 8'(writeBuf[7:1]);
      end
    end
  end
  always_comb begin
    case (curState)
      IDLE: nextState = enterStart ? START : curState;
      START: nextState = DATA;
      DATA: nextState = |writeCount ? curState : STOP;
      STOP: nextState = enterStart ? START : IDLE;
    endcase
  end
endmodule
```
**constraint.sdc**
```tcl
current_design UartTx

set clk_period 3.2
set clk_io_pct 0.2

create_clock -name clk0 -period $clk_period [get_ports {clk}]

set non_clock_inputs [all_inputs -no_clocks]
set_input_delay [expr $clk_period * $clk_io_pct] -clock clk0 $non_clock_inputs
set_output_delay [expr $clk_period * $clk_io_pct] -clock clk0 [all_outputs]
```
**run.sh**
```bash
#!/bin/bash
# OpenROAD 26Q1-2900-gdf79404cd8, Yosys 0.63+post, stock flow scripts
make -C /OpenROAD-flow-scripts/flow DESIGN_CONFIG=/design/flow/config.mk WORK_HOME=/design/flow/orfs finish
```
**config.mk**
```make
export PLATFORM = sky130hd
export DESIGN_NAME = UartTx
export DESIGN_NICKNAME = UartTx
export VERILOG_FILES = /design/flow/design.v
export SDC_FILE = /design/flow/constraint.sdc
export NUM_CORES = 4
export LEC_CHECK = 1
export CORE_AREA = 10 10 76 76
export DIE_AREA = 0 0 86 86
```
==> ci_impl_report.md <==
### Metrics collected by this job

| Metric | Value |
|---|---|
| Status | `completed` |
| Top Family by Delay on Critical Path | `simple AND/OR/NAND/NOR gates` |
| Crit path max fanout | `3` |
| Clock sinks | `17` |
| Arr. time, crit path | `2.27 ns` |
| Power Dens Cells | `393 mW/mm2` |
| Core Box Area | `0.00412 mm2` |
| DIE HEIGHT | `86 um` |
| IO Port Bufs | `13` |
| Fill count | `436` |
| Ys flops | `17` |
| Clock buffer depth | `2` |
| DR vias/cell | `3.94` |
| # diodes | `0` |
| Row Count | `23` |
| R2R Setup Slk | `0.99 ns` |
| MaxCap Viol Count | `0` |
| Synth top area share | `45.4%` |
| Late-Pin Clk Latency | `0.24 ns` |
| Fmax | `343 MHz` |
| CP endpoint kind | `primary output` |
| CTS tree | `done` |
| Yosys Instances | `79` |
| Sw frac | `20.4%` |
| H-tree level count | `1` |
| I/O pins | `14` |
| Initial DRC Count | `13` |
| First-pass GRT wire length | `2610 um` |
| CP max stage cell | `clkdlybuf4s50_1` |
| Drt pass-1 iters | `3` |
| Full die area | `0.00740 mm2` |
| Cycle use final | `91.0%` |
| Setup_tns | `0 ns` |
| DRC violations left | `0` |
| Clock Skews | `0.000903 ns` |
| Synth Warn # | `6` |
| Grt ovf | `0` |
| Cts bufs inserted | `3` |
| Internal | `0.000332 W` |
| Main area contributors after synthesis | `dfrtp_1 (45%), mux2i_1 (9.7%), ha_1 (7.6%)` |
| RSZ-0062 raised after global routing | `no` |
| Post-layout util | `25.8%` |
| WS Path Type | `register to primary output` |
| Worst hold-check path type | `register to register` |
| RePlAce Congestion | `0.734` |
| Slew Limit Headroom | `48.7%` |
| Max IR drop VDD | `195 uV` |
| Power share of the sequential group | `55.2%` |
| CP required | `2.56 ns` |
| Minimum clock period | `2.91 ns` |
| Yosys chip area | `827 um2` |
| GR Util All Layers | `4.20%` |
| Non-filler cells, final | `145` |
| Postcts setup bufs | `0` |
| Largest net degree at the start of global routing | `23` |
| Post-Syn Area per Cell | `10.5 um2` |
| Cells after Synth | `79` |
| Hold buffer count at CTS | `0` |
| Buf/Inv on CP | `2` |
| Root Driver | `clkbuf_8` |
| Cts repair resizes | `0` |
| Crit path top cell by count | `ha_1` |
| Combinational power share | `7.9%` |
| Crit-path cells | `inv_1, ha_1, or3b_4, nor2_4, nor2_1, ha_1, o21ai_1, clkdlybuf4s50_1` |
| Final hold violation count | `0` |
| Chip width | `86 um` |
| Final antenna-violating net count | `0` |
| Clock power frac | `36.9%` |
| DR vias | `571` |
| Initial antenna violation count | `0` |
| Critical Path Max Stage Delay | `0.47 ns` |
| WL per Instance | `10.5 um` |
| Count of final setup violators | `0` |
| Post-synth cell types | `23` |
| Placed Cells | `141` |
| Post-DP HPWL | `1150 um` |
| P_sw | `0.0000849 W` |
| Cell Area, Synth | `827 um2` |
| P&R area growth vs syn | `28.4%` |
| Log Warnings | `28` |
| Cell taking the most area after synthesis | `dfrtp_1` |
| Slew Limit Fails | `0` |
| FP Util | `20.1%` |
| Routed wire length | `1530 um` |
| Register area share after synthesis | `51.7%` |
| Vias in the first global route | `578` |
| Crit start category | `register` |
| Leak Pwr | `0.463 nW` |
| Share of layout cells above drive strength 1 | `10.5%` |
| Worst slew pin tran | `0.768 ns` |
| Clk pin slew, worst setup/hold paths | `0.06 ns` |
==> placed cells by master, fill, tap and decap left out, drive strengths merged <==
master and instances:
clkbuf 4, buf 1, clkdlybuf4s50 13, nand2 12
nor2 6, nand3b 1, and2b 1, inv 5
mux2 1, ha 5, or3b 1, nand3 1
or2 2, a22oi 1, nor2b 1, xnor2 1
dfstp 2, o21ai 9, dfrtp 15, nor3 1
a21o 1, mux2i 8, a21oi 3
==> synth_stat cells <==
master,instances
nand3_1,1
mux2i_1,8
nor2b_1,1
nor2_1,5
nor3_1,1
a21oi_1,3
buf_2,2
nand2_1,11
o21ai_1,9
or2_1,2
and2b_1,1
a21o_1,1
dfrtp_1,15
mux2_2,1
inv_1,5
nand3b_1,1
or3b_4,1
nand2_2,1
a22oi_1,1
xnor2_1,1
ha_1,5
dfstp_2,2
nor2_4,1
==> cells by family (layout without fill, tap and decap cells) <==
logic type / Yosys count / after routing / synth area share (%)
flip-flops: 17 / 17 / 51.7
buffers and inverters: 7 / 23 / 3.48
adder cells (fa/ha/maj): 5 / 5 / 7.56
XOR/XNOR: 1 / 1 / 1.06
AND/OR/NAND/NOR: 26 / 26 / 16.0
multiplexers: 9 / 9 / 11.0
AND-OR/OR-AND: 14 / 14 / 9.08
==> power groups by stage <==
| stage | clock (W) | sequential [W] | combinational, W |
|---|---|---|---|
| 6_report | 0.000154 | 0.000230 | 0.0000330 |
| 5_1_grt | 0.000171 | 0.000232 | 0.0000368 |
| 4_1_cts | 0.000163 | 0.000230 | 0.0000340 |
==> per-layer routing <==
metal | track usage (%) | wire, um
met1 | 5.69 | 746
met2 | 5.88 | 645
met3 | 2.10 | 118
met4 | 0.898 | 16
met5 | 0 | 0
==> state kept, by name (all words and copies together), names as in the netlist <==
register	count
writeBuf	8
curState	4
writeCount	4
enterStart	1
==> layout make-up <==
| cell class | instances | area (um2) | area share, % |
|---|---|---|---|
| clock buffer | 4 | 45.0 | 4.24 |
| tap | 50 | 62.6 | 5.89 |
| timing repair buffer | 14 | 138 | 13.0 |
| multi-input combinational | 55 | 370 | 34.9 |
| sequential | 17 | 428 | 40.3 |
| inverter | 5 | 18.8 | 1.77 |
==> metrics by stage <==
step | instance area (um2) | hold slack, ns | setup slack, ns | total power (W)
after global routing | 1060 | 0.460 | 0.137 | 0.000439
after floorplan | 827 | 0.344 | 0.933 | 0.000247
after global placement | 1020 | 0.403 | 0.563 | 0.000267
final | 1060 | 0.422 | 0.287 | 0.000417
after detailed placement | 1020 | 0.414 | 0.538 | 0.000268
after CTS | 1060 | 0.426 | 0.257 | 0.000427
==> worst paths after layout <==
kind / start / endpoint / cells after the start
worst min-delay path: enterStart / curState[0] / 1
worst max-delay path: writeCount[1] / out / 8
worst min register to register: enterStart / curState[0] / 1
worst max register to register: writeCount[1] / writeBuf[6] / 9
max in group asynchronous: nReset / writeBuf[5] / 1
min in group asynchronous: nReset / curState[2] / 1
Power and IR drop assume default switching activity.
